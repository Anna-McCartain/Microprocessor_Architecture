File: ./design.v
module Stump_reg16bit  (input wire CLK,
			            input wire CE,
			            input wire [15:0] D,
			            output reg [15:0] Q);
always @(posedge CLK)        
if (CE == 1)
  Q <= D;                    
endmodule
File: ./run.sh
#!/bin/bash
# OpenROAD 26Q1-2900-gdf79404cd8, Yosys 0.63+post, stock flow scripts
make -C /OpenROAD-flow-scripts/flow DESIGN_CONFIG=/design/flow/config.mk WORK_HOME=/design/flow/orfs finish
File: ./config.mk
export PLATFORM = sky130hd
export DESIGN_NAME = Stump_reg16bit
export DESIGN_NICKNAME = Stump_reg16bit
export VERILOG_FILES = /design/flow/design.v
export SDC_FILE = /design/flow/constraint.sdc
export NUM_CORES = 4
export LEC_CHECK = 1
export CORE_AREA = 10 10 70 70
export DIE_AREA = 0 0 80 80
File: ./constraint.sdc
current_design Stump_reg16bit

set clk_period 1.0
set clk_io_pct 0.2

create_clock -name clk0 -period $clk_period [get_ports {CLK}]

set non_clock_inputs [all_inputs -no_clocks]
set_input_delay [expr $clk_period * $clk_io_pct] -clock clk0 $non_clock_inputs
set_output_delay [expr $clk_period * $clk_io_pct] -clock clk0 [all_outputs]
==> out/qor.yml <==
finish:
  multiInputCombCellCount: 0
  stdcell_area_um2: 835
  final_layout_size_suffix_gt1_frac: 0.370
  register_ranked_first_by_flip_flop_count: "Q"
  fill_cells: 371
  area.growth.synth_to_final_pct: 73.7
  largest_registers: "Q: 16 flops"
  total_area_of_sequential_cells_um2: 480
  largest_register_ffs: 16
  final_cell_count_without_fillers: 100
  final_util: 0.244
  final-comb-area_um2: 0
pwr:
  peakVddDrop_v: 0.000581
  p_per_area_mw_per_mm2: 1530
  p_leak_uw: 0.000311
routing:
  avgViaCountPerCell: 2.99
  drc: 0
  route.antenna.diode_count: 0
  routedWlPerCell_um: 12.3
  route.vias.total: 299
  drt-total-wl_um: 1230
  detailed_router_iteration_count_before_antenna_repair: 4
  ant_nets: 0
  dr.first_iter.drc_count: 8
sta:
  rsz0062_at_grt: "true"
  timing.setup.tns_ps: 0
  report.final.hold_viol_count: 0
  fin_crit_ps: 993
  fmaxAchievable_mhz: 1010
  drv_slew: 0
  setup_viol: 0
  min_period_over_period: 0.993
  relSlewSlack: 0.927
  max_slew.worst_pin.slew_ps: 109
  worst_hold_slack_ps: 467
worst_hold_path:
  hold_class: "in2reg"
global_routing:
  globalRouteOverflowTotal: 0
  grt_first_pass_wirelength_um: 1710
  grt_overall_usage: 0.0354
  maximum_number_of_pins_on_one_net_before_global_route_repair: 17
  grt_pass1_vias: 339
  antenna_violations_before_repair: 0
worst_setup_path:
  timing.critical_path.arrival_ps: 790
  startpoint_type: "flop"
  worstPathCellList: "buf_2"
  timing.critical_path.to_type: "primary output"
  crit_required_ps: 800
  worstPathMaxFanout: 1
  cpPeakStageDelay_ps: 390
  crit_type: "reg2out"
  critical-path-slowest-cell: "sky130_fd_sc_hd__edfxtp_1"
  crit_buf_inv: 1
  cp_top_family: "flip-flops"
floorplan:
  floorplan.die_area_mm2: 0.00640
  placementRows: 21
  die_h_um: 80
  io_pins: 34
  std_cell_core_area_mm2: 0.00342
  fp_util: 0.141
  floorplan.die.width_um: 80
place:
  dp.cells: 96
  placedInstanceArea_um2: 888
  port_buf_inserts: 33
  hpwlAfterDp_um: 1010
  finalWeightedCongestion: 0.733
clocking:
  path_clk_slew_ps: 90
  cts_tree: "yes"
  number_of_h_tree_levels: 1
  clock_sink_count: 16
  cts-buffers-inserted: 3
  clockRootBuffer: "sky130_fd_sc_hd__clkbuf_4"
  clock_tree.buffer_depth: 2
synthesis:
  synth_top_area_share: 1.00
  synthFlopType: "sky130_fd_sc_hd__edfxtp_1"
  edf_count: 16
  common_cells: "sky130_fd_sc_hd__edfxtp_1"
  yosys_register_bits: 16
  ys.warnings.count: 1
  synthesis.instances: 16
  ys_chip_area_um2: 480
  synth.avg_cell_area_um2: 30.0
  synth_async_sr_flop_share: 0
  yosys-stat-cells: 16
  post_synth_instance_area_um2: 480
  postSynthSeqShare: 1.00
  post-synth-top-count-cell: "sky130_fd_sc_hd__edfxtp_1"
  yosysUniqueCellTypes: 1
  dominant_cells_by_area_after_synthesis: "sky130_fd_sc_hd__edfxtp_1"
  synth.largest_area_cell: "sky130_fd_sc_hd__edfxtp_1"
outcome:
  outcome: "finished clean"
flow_run:
  timing.max_cap.violations: 0
  log.warning_count: 27
## area by class of cell
class | count | share of cell area
Timing Repair Buffer | 34 | 0.324
Tap cell | 46 | 0.0690
Clock buffer | 3 | 0.0270
Clock inverter | 1 | 0.00450
Sequential cell | 16 | 0.576
## cells by family (layout without fill, tap and decap cells)
group | Yosys count | after routing | synth area share
buf+inv | 0 | 38 | 0
flops | 16 | 16 | 1.00
## what timing repair did
action,CTS,global route
setup buffers,0,0
gates resized,48,0
setup endpoints to repair,16,15
cloned,0,0
hold buffers,0,0
## placed cells by master (no fill, tap or decap)
cell type                          n
sky130_fd_sc_hd__clkdlybuf4s50_1  17
sky130_fd_sc_hd__edfxtp_1         16
sky130_fd_sc_hd__buf_2            16
sky130_fd_sc_hd__clkbuf_4          3
sky130_fd_sc_hd__clkinv_1          1
sky130_fd_sc_hd__buf_12            1
## final timing paths
path	from	to	slack [ps]	cells after the start
min	D[8]	Q[8]	470	1
max	Q[15]	Q[15]	7	1
## power breakdown
part | internal (uW) | switching (uW)
registers | 795 | 10.6
clock network | 145 | 199
logic | 95.7 | 30.1
total | 1040 | 240
## metrics by stage
stage	setup WS (ps)	total power (uW)
after floorplan	501	811
after global placement	-172	1000
after detailed placement	-176	1000
after CTS	-8.87	1310
after global routing	-48.3	1330
final	7.43	1280
## metal layers
| layer | vias up | routed length (um) | part of all wire | track usage |
|---|---|---|---|---|
| met5 | - | 0 | 0 | 0 |
| met4 | 0 | 36 | 0.029 | 0.0123 |
| met3 | 2 | 256 | 0.21 | 0.0398 |
| met2 | 25 | 449 | 0.36 | 0.0441 |
| met1 | 132 | 490 | 0.40 | 0.0374 |
| li1 | 140 | - | - | - |
Power figures rest on the tool's default switching activity, not on a simulated workload.
