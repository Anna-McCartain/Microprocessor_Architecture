[./config.mk]
export PLATFORM = sky130hd
export DESIGN_NAME = Stump_mux16bit
export DESIGN_NICKNAME = Stump_mux16bit
export VERILOG_FILES = /design/flow/design.v
export SDC_FILE = /design/flow/constraint.sdc
export NUM_CORES = 4
export LEC_CHECK = 1
export CORE_AREA = 10 10 70 70
export DIE_AREA = 0 0 80 80
[./constraint.sdc]
current_design Stump_mux16bit

set clk_period 1.0
set clk_io_pct 0.2

create_clock -name clk0 -period $clk_period

set non_clock_inputs [all_inputs -no_clocks]
set_input_delay [expr $clk_period * $clk_io_pct] -clock clk0 $non_clock_inputs
set_output_delay [expr $clk_period * $clk_io_pct] -clock clk0 [all_outputs]
[./design.v]
module Stump_mux16bit  (input wire [15:0] D0,
			            input wire [15:0] D1,
			            input wire        S,
			            output reg [15:0] Q);
always @ (*)         
 if(S == 1)          
  Q = D1;
 else
  Q = D0;
endmodule
[./run.sh]
#!/bin/bash
# OpenROAD 26Q1-2900-gdf79404cd8, Yosys 0.63+post, stock flow scripts
make -C /OpenROAD-flow-scripts/flow DESIGN_CONFIG=/design/flow/config.mk WORK_HOME=/design/flow/orfs finish
==> impl_metrics.toml <==
# flow metrics
[yosys]
synthesis.area_sq_um = 249
top_cells_by_count = "mux2_4, mux2_2, buf_12, buf_6"
ys_cells = 18
ys_seq_share_pct = 0
most_common_cell = "mux2_4"
yosysUniqueCellTypes = 4
synthTopCellsByArea = "mux2_4, mux2_2, buf_12, buf_6"
synthCells = 18
top_area_cell = "mux2_4"
top_area_share_pct = 60.3
synth_area_per_cell_sq_um = 13.8
yosys_area_sq_um = 249
yosysWarningCount = 1

[worst_setup_path]
worst_ep_required_time_ps = 800
start_kind = "input port"
path_class = "in2out"
cpMostUsedCell = "buf_12"
cp_top_family = "buffers and inverters"
cp-end-kind = "output port"
crit_path_cell_trace = "buf_12 > buf_12 > mux2_4 > buf_6"
cp.arrival_ps = 860
worst-path-buf-inv = 3
cp_max_fo = 8
crit_slowest_cell = "mux2_4"
max_stage_delay_ps = 300

[routing]
met3_length_microns = 329
vias = 359
drt_pass1_iterations = 2
top_layer = "met3"
route.antenna.remaining_nets = 0
insertedDiodeCount = 0
drc = 0
drt-total-wl_microns = 1410
via_per_inst = 3.18
routed-wl-met2_microns = 337
drtIter0Drc = 2
m1WireLength_microns = 738
avgRoutedWirePerCell_microns = 12.4

[floorplanning]
rows = 21
die_w_microns = 80
die_area_sq_um = 6400
core_area_sq_um = 3420
fp-utilization_pct = 7.29
io_pins = 49
fp.dieH_microns = 80

[grt]
grt_pass1_wl_microns = 2190
grt_max_degree = 9
grt.total_usage_pct = 4.20
grt-ovfl-total = 0
antenna_found_initial = 0
grt_pass1_vias = 430

[pwr]
p_clk_share_pct = 0
comb_power_share_pct = 100.0
swShare_pct = 22.4
irDropWorstVdd_mv = 0.151
powerDensity_nw_per_um2 = 379
seqPwrFrac_pct = 0
total_power_w = 0.000301
p_sw_w = 0.0000674
power_leakage_nw = 0.417
internal-power_w = 0.000234

[place]
port_buffers = 49
dp_worst_setup_slack_ps = -853
hpwl_microns = 1220
gp_congestion = 0.815

[sta]
tightest_slew_ps = 71.0
period_used_pct = 106
post-route-min-period_ps = 1060
slew_headroom_pct = 95.3
finalSetupViolCount = 16
layout_setup_ws_ps = -56.4
fmax_mhz = 947
rsz0062_at_grt = "yes"
final-max-slew-violation-count = 0
timing_hold_violations_final = 0

[layout]
regArea_sq_um = 0
num-clock-buffers = 0
layout-drive-gt1-share_pct = 52.2
seq_cell_count = 0
area_delta_synth_final_pct = 219

[worst_hold_path]
worstHoldStart = "D0[5]"
hold_path_class = "in2out"
min_path_cells = 3
hold_end = "Q[5]"

[outcome]
status = "complete, but fails checks"
violations = "negative setup slack"

[cts]
ctsHoldBuffers = 0

[job]
drv_cap = 0
tool_warnings = 34
-- kinds of logic (layout without fill, tap and decap cells) --
logic type / after synthesis / in the layout / share of synthesized area (%)
buffers and inverters: 2 / 51 / 12.6
multiplexers: 16 / 16 / 87.4
-- metal layers --
layer,GRT usage [%],up-vias
met3,3.30,0
met4,0,0
li1,-,167
met1,6.39,143
met2,4.49,49
met5,0,-
-- per-stage QoR --
stage               setup TNS, ps  instances  utilization (%)  instance area, sq um  hold slack, ps
floorplan                       0         18                -                   249             498
global placement           -13020        112             23.0                   786            1440
detailed placement         -13230        112             23.0                   786            1440
CTS                          -874        113             22.3                   763             801
global route                -1080        113             23.3                   795             812
finish                       -817        113             23.3                   795             794
-- final cells by class --
class | count | area [sq um]
Timing Repair Buffer | 51 | 497
Multi-Input combinational cell | 16 | 240
Fill cell | 374 | 2620
Tap cell | 46 | 57.6
-- placed cells by master, fill, tap and decap left out --
cell / Yosys / layout
buf_6: 1 / 11
dlygate4sd2_1: 0 / 32
buf_16: 0 / 1
mux2_4: 10 / 16
buf_2: 0 / 5
buf_12: 1 / 2
-- power groups by stage --
stage	registers (W)	clock network (W)	logic, W
CTS	0	0	0.000286
global route	0	0	0.000326
finish	0	0	0.000301
-- tightest hold or removal path: cells and delay by family --
family,cells,cell delay [ps]
buf+inv,2,270
mux,1,120
-- how the worst max path moves through the flow --
stage | slack (ps) | from | endpoint | cells after the start
CTS | -60 | S | Q[15] | 4
global route | -70 | S | Q[6] | 4
finish | -60 | S | Q[14] | 4
-- repair_timing --
item,in CTS,in global routing
endpoints found under the setup margin,16,16
gates cloned,1,0
gates resized,102,5
setup buffers,0,0
pin swaps,0,0
Power and IR drop assume default switching activity.
